--- ./run.sh ---
#!/bin/bash
# OpenROAD 26Q1-2900-gdf79404cd8, Yosys 0.63+post, stock flow scripts
make -C /OpenROAD-flow-scripts/flow DESIGN_CONFIG=/design/flow/config.mk WORK_HOME=/design/flow/orfs finish
--- ./config.mk ---
export PLATFORM = sky130hd
export DESIGN_NAME = binToLed7_4
export DESIGN_NICKNAME = binToLed7_4
export VERILOG_FILES = /design/flow/design.v
export SDC_FILE = /design/flow/constraint.sdc
export NUM_CORES = 4
export LEC_CHECK = 1
export CORE_UTILIZATION = 30
--- ./constraint.sdc ---
current_design binToLed7_4

set clk_period 17.5
set clk_io_pct 0.2

create_clock -name clk0 -period $clk_period

set non_clock_inputs [all_inputs -no_clocks]
set_input_delay [expr $clk_period * $clk_io_pct] -clock clk0 $non_clock_inputs
set_output_delay [expr $clk_period * $clk_io_pct] -clock clk0 [all_outputs]
--- ./design.v ---
module binToBcd4 (
    input [15:0] bin,
    output reg [15:0] bcd
);
    reg [15:0] reg_bin;
    integer i;
    always @(*) begin:hi
        bcd = 16'd0;
        reg_bin = bin;
        for ( i = 0; i < 16; i = i + 1) begin:hi2
            if (bcd[3:0] >= 5) bcd[3:0]  = bcd[3:0] + 3;
            if (bcd[7:4] >= 5) bcd[7:4]  = bcd[7:4] + 3;
            if (bcd[11:8] >= 5) bcd[11:8]  = bcd[11:8] + 3;
            if (bcd[15:12] >= 5) bcd[15:12]  = bcd[15:12] + 3;
            bcd = {bcd[14:0], reg_bin[15]};
            reg_bin = reg_bin << 1;
        end
    end
endmodule
module numMapToLed7(
    input [3:0] value ,
    output [6:0] LED7
);
    wire [6:0] map_led7 [15:0] ;
    assign map_led7[0] =  7'b0111111;
    assign map_led7[1] =  7'b0000110;
    assign map_led7[2] =  7'b1011011;
    assign map_led7[3] =  7'b1001111;
    assign map_led7[4] =  7'b1100110;
    assign map_led7[5] =  7'b1101101;
    assign map_led7[6] =  7'b1111100;
    assign map_led7[7] =  7'b0000111;
    assign map_led7[8] =  7'b1111111;
    assign map_led7[9] =  7'b1100111;
    assign map_led7[10] = 7'b1110111;
    assign map_led7[11] = 7'b1111100;
    assign map_led7[12] = 7'b0111001;
    assign map_led7[13] = 7'b1011110;
    assign map_led7[14] = 7'b1111001;
    assign map_led7[15] = 7'b1110001;
    assign LED7 = ~map_led7[value];
endmodule
module binToLed7_4 (
    input [15:0] bin,
    output [27:0] hex7_4
);
    wire [3:0] bcd[3:0];
    binToBcd4 c(bin, {bcd[3], bcd[2], bcd[1], bcd[0]});
    wire [6:0] hex[3:0];
    numMapToLed7 hex0(bcd[0], hex[0]);
    numMapToLed7 hex1(bcd[1], hex[1]);
    numMapToLed7 hex2(bcd[2], hex[2]);
    numMapToLed7 hex3(bcd[3], hex[3]);
    assign hex7_4 = {hex[3], hex[2], hex[1], hex[0]};
endmodule
==> deck_impl_summary.md <==
Implementation Results

Worst setup path
  • Arrival time worst endpoint: 13.64 ns
  • CP Max Fanout: 5
  • Capturing element type of the critical path: output pin
  • CP most frequent cell: ha_4
  • CP peak stage delay: 0.40 ns
  • Required @ worst endpoint: 14.00 ns
  • Kind of critical path: input port to output pin
  • Setup crit start kind: input port
  • Crit path max-delay cell type: or3_4

Layout
  • Share of cells above drive strength 1: 38.3%
  • Sequential Area: 0 µm²
  • Fin area: 9670 µm²
  • # fillers: 1943
  • Clock buffer count in the final layout: 0
  • Registers: 0
  • Syn-to-layout area delta: 55.5%
  • Final non-filler cell total: 1497
  • Most frequent logic cell in the layout: buf_4
  • Top Layout Cells: buf_4, nor2_1, nand2_1

Die
  • Total die area: 21300 µm²
  • Placement Rows: 52
  • Die X: 146 µm
  • Fp util: 30.6%
  • DIE HEIGHT: 146 µm
  • Boundary pin count: 44
  • Core area: 20300 µm²

Routing
  • DRT antenna net count: 0
  • Initial DRC Count: 534
  • Vias per inst: 5.45
  • Drt pass-1 iters: 5
  • Drt wl/cell: 12.2 µm
  • Drt total wl: 18.2 mm
  • N_diodes: 0
  • DRC Markers: 0
  • Via count: 8154

Global routing
  • Vias in the first global route: 7083
  • First-pass GRT wire length: 31.9 mm
  • Largest net degree at the start of global routing: 19
  • GRT Overall Usage: 16.9%
  • GRT overflow: 0
  • Antenna violations before repair: 0

Run status
  • Outcome: completed

Timing
  • Tcrit/Tclk final: 98.0%
  • Slew @ Worst Pin: 0.887 ns
  • Setup slack after layout: 0.355 ns
  • Fmax: 58.3 MHz
  • Relative slew slack: 40.6%
  • Final Hold Viols: 0
  • RSZ-0062 raised after global routing: yes
  • Final setup viols: 0
  • Clock period minus worst slack: 17.14 ns
  • Worst hold margin: 8.15 ns
  • Final tally of max-slew violations: 0

Min path
  • Hold Crit Depth: 3
  • Critical hold path startpoint: bin[0]
  • Min-Delay Path Class: input port to output pin
  • Worst Hold End: hex7_4[3]

Synthesis
  • Syn_area_per_cell: 6.64 µm²
  • Gate Count Post-Synth: 936
  • YS warnings: 3
  • Post-Syn Area: 6220 µm²
  • Register share after synthesis: 0%
  • Distinct cells, synth: 109
  • Yosys stat area: 6220 µm²
  • Yosys cell count: 936

Placed design
  • Post-place instance area: 9070 µm²
  • Placed cell count: 1464
  • IO Port Bufs: 44
  • Pre-CTS WS: -0.569 ns
  • DP HPWL: 14.2 mm
  • RePlAce Congestion: 0.925

Clock tree
  • CTS Hold Bufs: 0

Job
  • Total of max-cap violations: 0
  • OpenROAD warning count: 41
-- cell type report --
class	count	area [µm²]	share of cell area (%)
multi-input cells	838	6410	66.3
inverters	44	201	2.08
well taps	270	338	3.49
repair buffers	345	2720	28.1
-- repair_timing --
action	in CTS	in global routing
setup endpoints to repair	21	21
buffers inserted	25	9
pin swaps	35	40
resized	37	67
-- cells in the mapped netlist, drive strengths merged (9+ instances only) --
cell    number  area share [%]
and2        15             1.5
nand2b      11             1.1
a31oi       26             3.2
o21ai       60             5.1
clkbuf      29             1.8
a21o        14             1.7
nand4       12             1.2
a211oi      21             3.0
buf         25             2.5
nor4        17             1.7
a21oi       60             5.3
nor3        45             4.3
mux2        13             2.4
o21a        13             1.6
nor2        80             4.9
o31ai       10             1.2
o22ai       21             2.4
o211ai      30             3.7
inv         44             2.7
ha          27             5.4
mux2i       23             3.8
or2          9            0.91
or3         14             1.5
and3        15             1.6
nand2       78             4.7
a211o       12             1.7
nand3       45             3.7
xnor2       24             3.9
-- critical path: cells and delay by family --
| family | cells | cell delay (ns) |
|---|---|---|
| compound gates | 19 | 3.12 |
| xor+xnor | 5 | 0.83 |
| simple gates | 15 | 2.57 |
| fa+ha+maj | 13 | 2.35 |
| buf+inv | 13 | 1.08 |
| mux | 1 | 0.18 |
-- worst max path at each step --
stage | from | endpoint | slack [ns] | depth (start not counted)
after CTS | bin[13] | hex7_4[21] | -0.007 | 67
after global routing | bin[13] | hex7_4[26] | -0.20 | 66
final | bin[13] | hex7_4[26] | 0.36 | 66
-- metrics by stage --
stage	setup TNS (ns)	utilization (%)
finish	0	47.6
global route	-1.07	47.6
CTS	-0.00715	46.3
detailed placement	-7.68	44.7
global placement	-5.36	44.7
floorplan	-0.160	-
-- routing by layer --
metal  GRT usage [%]  routed length, µm  vias up  part of all wire [%]
li1                -                  -     4294                     -
met1            27.0               9920     3718                    54
met2            26.6               7850      142                    43
met3           0.224                440        0                   2.4
met4           0.263                  0        0                     0
met5               0                  0        -                     0
-- cells by family after synthesis --
logic type,synth area share [%]
AOI/OAI and AO/OA,45.4
xor gates and xnor gates,4.91
adders and majority gates,6.10
buffers and inverters,6.86
muxes,6.12
and+or+nand+nor,30.6
