==> flow/design.v <==
module CSA(A,B,Cin,Cout,SUM,Carry,S);
input [15:0] A,B,Cin;
output [16:0] SUM;
output [15:0] Carry;
output Cout;
output [15:0]S;
wire [15:0] S;
wire [15:0] c_out;
FA f0(SUM[0],Carry[0],A[0],B[0],Cin[0]);
genvar x;
generate
	for(x=1;x<=15;x=x+1)begin:Caculate_Loop
		FA	U_PROC(S[x],Carry[x],A[x],B[x],Cin[x]);
	end
endgenerate
HA h1(SUM[1],c_out[0],Carry[0],S[1]);
generate
	for(x=2;x<=15;x=x+1)begin:Out_Loop
		FA U_PROC(SUM[x],c_out[x-1],Carry[x-1],S[x],c_out[x-2]);
	end
endgenerate
HA ha15(SUM[16],Cout,Carry[15],c_out[14]);
endmodule
module HA(s, c, x, y);
input x, y;
output s, c;
xor xor1(s,x,y);
and and1(c,x,y);
endmodule
module FA(s, Carry_out, x, y, Carry_in);
input x, y, Carry_in;
output s, Carry_out;
wire c1,c2,s1;
HA HA_1(.s(s1),.c(c1),.x(x),.y(y));
HA HA_2(.s(s),.c(c2),.x(Carry_in),.y(s1));
or or1(Carry_out,c1,c2);  
endmodule 
==> flow/run.sh <==
#!/bin/bash
# OpenROAD 26Q1-2900-gdf79404cd8, Yosys 0.63+post, stock flow scripts
make -C /OpenROAD-flow-scripts/flow DESIGN_CONFIG=/design/flow/config.mk WORK_HOME=/design/flow/orfs finish
==> flow/config.mk <==
export PLATFORM = sky130hd
export DESIGN_NAME = CSA
export DESIGN_NICKNAME = CSA
export VERILOG_FILES = /design/flow/design.v
export SDC_FILE = /design/flow/constraint.sdc
export NUM_CORES = 4
export LEC_CHECK = 1
export CORE_AREA = 10 10 82 82
export DIE_AREA = 0 0 92 92
==> flow/constraint.sdc <==
current_design CSA

set clk_period 12.5
set clk_io_pct 0.2

create_clock -name clk0 -period $clk_period

set non_clock_inputs [all_inputs -no_clocks]
set_input_delay [expr $clk_period * $clk_io_pct] -clock clk0 $non_clock_inputs
set_output_delay [expr $clk_period * $clk_io_pct] -clock clk0 [all_outputs]
==> GITHUB_STEP_SUMMARY <==
## Synthesis and layout report

| Metric | Value |
|---|---|
| Synth unique cells | 5 |
| Data required, critical path | 10.00 ns |
| Critical-path cell list | clkdlybuf4s50_1 -> inv_1 -> fa_1 -> inv_1 -> ha_1 -> inv_1 -> fa_1 -> fa_1 -> fa_1 -> fa_2 -> fa_1 -> fa_1 -> fa_1 -> fa_1 -> fa_1 -> fa_1 -> fa_1 -> fa_1 -> fa_1 -> fa_1 -> inv_1 -> ha_1 -> clkdlybuf4s50_1 |
| Final WL | 3007 µm |
| Initial DRC Count | 2 |
| Largest net degree at the start of global routing | 3 |
| Crit end category | primary output |
| Kind of critical path | in2out |
| Final Util | 0.3915 |
| Syn avg cell area | 8.036 µm² |
| Drt wl/cell | 10.78 µm |
| Post-route insts no fill | 279 |
| Synth warn | 1 |
| Min-delay worst type | in2out |
| DP Wirelength | 3033 µm |
| Gpl congestion | 0.7905 |
| Post-CTS Setup Inserts | 0 |
| Outcome | completed |
| Crit path largest cell delay | 0.46 ns |
| Hold Startpoint | Cin[0] |
| CLK BUF | 0 |
| Tool Warnings | 32 |
| Fin crit share | 0.9774 |
| Total GRT Usage | 0.07091 |
| CP startpoint kind | input port |
| Rows | 26 |
| Layout cells sized above 1 | 0.004785 |
| Worst path most repeated cell | fa_1 |
| Leakage | 1.033 nW |
| Max Clock Freq | 0.08185 GHz |
| Peak supply drop | 0.00002176 V |
| Via count | 924 |
| CP max stage cell | clkdlybuf4s50_1 |
| Crit path max fanout | 2 |
| Post-synth seq share | 0 |
| Ports | 98 |
| YS chip area | 0.001294 mm² |
| Synthesis-to-finish area growth | 53.58% |
| Num sequential | 0 |
| Detail Route Antenna Nets | 0 |
| IO buf count | 97 |
| Hold depth | 5 |
| Worst Hold End | SUM[0] |
| Initial antenna violation count | 0 |
| WHS | 6.044 ns |
| Final setup vio count | 0 |
| Max Transition Viols Final | 0 |
| DIE WIDTH | 92 µm |
| Hold Fails Final Rpt | 0 |
| Area of the mapped netlist | 0.001294 mm² |
| CP arrival | 9.72 ns |
| Residual DRC | 0 |
| Max-cap violations | 0 |
| Core Region | 0.005075 mm² |
| Total congestion overflow | 0 |
| Total power | 130.0 µW |
| Total placed cells including tap cells | 279 |
| Yosys cell count | 161 |
| Init Core Util | 0.2549 |
| Chip height | 92 µm |
| Fin Setup TNS | 0 ns |
| Die area | 0.008464 mm² |
| N_diodes | 0 |
| First-pass GRT wire length | 4899 µm |
| DR vias/cell | 3.312 |
| PwrDens | 65.43 mW/mm² |
| RSZ-0062 raised after global routing | no |
| Fin crit period | 12.22 ns |
| Worst Setup SP | A[0] |
| DRT Pass-1 Iters | 2 |
| Gate Count Post-Synth | 161 |
| Vias in the first global route | 1057 |
| Sequential cell area | 0 µm² |
-- layout by cell type (no fill, tap or decap), drive strengths merged --
| master | instances |
|---|---|
| clkdlybuf4s50 | 97 |
| conb | 1 |
| fa | 30 |
| ha | 2 |
| inv | 79 |
-- how the worst max path moves through the flow --
| stage | end | slack, ns | cells after the start |
|---|---|---|---|
| 4_1_cts | SUM[16] | 0.16 | 23 |
| 6_report | SUM[16] | 0.28 | 23 |
| 5_1_grt | SUM[16] | 0.003 | 23 |
-- synth_stat cells --
cell type  number  share of area
buf_4          49           0.28
conb_1          1         0.0029
fa_1           30           0.46
ha_1            2          0.019
inv_1          79           0.23
-- layer usage --
metal,vias up,track usage,share of wire
li1,455,-,-
met1,397,0.08712,0.42
met2,72,0.1082,0.40
met3,0,0.04860,0.18
met4,0,0,0
met5,-,0,0
-- worst max-delay path: cells and delay by family --
family	cells	cell delay [ns]
adders and majority gates	17	6.09
buffers and inverters	6	1.11
-- metrics by stage --
step / setup slack [ns] / cell area [µm²]
floorplan: 1.117 / 1294
global placement: 0.2269 / 1984
detailed placement: 0.1839 / 1984
CTS: 0.1581 / 1984
global route: 0.003036 / 1987
finish: 0.2828 / 1987
-- where the power goes --
| group | switching, mW | internal, mW |
|---|---|---|
| registers | 0 | 0 |
| clock network | 0 | 0 |
| logic | 0.0394 | 0.0906 |
-- logic make-up (layout without fill, tap and decap cells) --
family                     Yosys count  after routing  synth area share
adders and majority gates           32             32            0.4836
other                                1              1          0.002899
buffers and inverters              128            176            0.5135
-- cell type report --
class	instances	area [µm²]
multi-input cells	33	631.9
repair buffers	97	970.9
fillers	537	3088
well taps	70	87.58
inverters	79	296.5
-- timing repair --
item,in CTS,in global routing
hold endpoints to repair,0,0
endpoints found under the setup margin,0,2
hold buffers,0,0
gates resized,0,1
Power figures rest on the tool's default switching activity, not on a simulated workload.
