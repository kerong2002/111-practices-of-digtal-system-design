==> /design/flow/design.v <==
module LFSR_sort(clk,rst,num_temp,out0,out1,out2,out3,out4,out5,out6,out7);
input clk,rst;
output reg [7:0] num_temp;
output reg [7:0] out0,out1,out2,out3,out4,out5,out6,out7;
reg [1:0]state,nextstate;
reg [3:0] count;
reg sort_done;
reg [7:0] save [7:0];
reg [7:0] temp;
reg [7:0] tempY;
reg [7:0] tempX;
reg [3:0] x_pos;
reg [3:0] y_pos;
reg [3:0] sort_counter;
reg sort_valid ;
reg change_ok;
parameter input_data=2'b00;
parameter sort_data=2'b01;
parameter output_data=2'b10;
always@(posedge clk, posedge rst)begin
	if(rst)begin
		state<=input_data;
	end
	else begin
		state<=nextstate;
	end
end
always @(*)begin
	case(state)
		input_data:begin
			if(count<4'd8)begin
				nextstate=input_data;
			end
			else begin
				nextstate=sort_data;
			end
		end
		sort_data:begin
			if(sort_valid)begin
				nextstate=sort_data;
			end
			else begin
				nextstate=output_data;
			end
		end
		output_data:begin
			nextstate=output_data;
		end
		default:begin
			nextstate=input_data;
		end
	endcase
end
integer y,x;
always @(posedge clk,posedge rst)begin
	if(rst)begin
		num_temp<=8'hF1;
		count<=4'b0000;
		for(y=0;y<8;y=y+1)begin
			save[y]<=7'd0;
		end
		sort_valid<=1'b1;
	end
	else if(state==input_data)begin
		num_temp={num_temp[6:0],num_temp[0]^num_temp[2]};
		save[count]<=num_temp;
		count<=count+1'b1;
	end
	else if(state==sort_data)begin
		for(x=0;x<7;x=x+1) begin
			if(save[x]>save[x+1]) begin
				save[x]<=save[x+1];
				save[x+1]<=save[x];
			end
	  end
	  if(sort_counter==0) begin
        sort_valid<=1'b0;
    end
	end
	else if(state==output_data)begin
		out0<=save[0];
		out1<=save[1];
		out2<=save[2];
		out3<=save[3];
		out4<=save[4];
		out5<=save[5];
		out6<=save[6];
		out7<=save[7];
	end
end
always @(posedge clk,posedge rst)begin
	if(rst)begin
		sort_counter<=4'b1000;
	end
	else begin
		if(sort_valid == 1) begin
			sort_counter <= sort_counter - 1;
		end
	end
end
endmodule 
==> /design/flow/run.sh <==
#!/bin/bash
# OpenROAD 26Q1-2900-gdf79404cd8, Yosys 0.63+post, stock flow scripts
make -C /OpenROAD-flow-scripts/flow DESIGN_CONFIG=/design/flow/config.mk WORK_HOME=/design/flow/orfs finish
==> /design/flow/config.mk <==
export PLATFORM = sky130hd
export DESIGN_NAME = LFSR_sort
export DESIGN_NICKNAME = LFSR_sort
export VERILOG_FILES = /design/flow/design.v
export SDC_FILE = /design/flow/constraint.sdc
export NUM_CORES = 4
export LEC_CHECK = 1
export CORE_UTILIZATION = 40
==> /design/flow/constraint.sdc <==
current_design LFSR_sort

set clk_period 5.4
set clk_io_pct 0.2

create_clock -name clk0 -period $clk_period [get_ports {clk}]

set non_clock_inputs [all_inputs -no_clocks]
set_input_delay [expr $clk_period * $clk_io_pct] -clock clk0 $non_clock_inputs
set_output_delay [expr $clk_period * $clk_io_pct] -clock clk0 [all_outputs]
==> out/metrics.csv <==
metric;value;unit
outcome;finished clean;
maximum fanout count along the critical path;17;
MaxCap Viol Count;0;
most instantiated flip-flop cell in the synthesis netlist;dfrtp_1;
crit path max-delay cell type;o22ai_2;
Worst IR Drop VDD;0.266;mV
number of synthesized register bits;148;
num ports;74;
cell-by-cell trace of the critical path;inv_1 > ha_1 > a21oi_1 > o21ai_0 > o22ai_2 > a21o_1 > and2_1 > mux2_2;
synthesized area per cell;11.7;µm²
core region area;18800;µm²
WL final;17.7;mm
yosys cell count;658;
most instantiated logic cells after routing;dfrtp_1, clkdlybuf4s50_1, inv_1;
global-route congestion overflow total;0;
wire per inst;17.6;µm
buffers and inverters on the worst path;1;
ratio of total power to cell area;277;nW/µm²
arrival time reported for the critical path endpoint;3.21;ns
gate count of the mapped netlist;658;
DRC viols;0;
Detailed Routing Iterations Pass 1;5;
Routability Congestion;0.850;
Clock Tree Buf Depth;2;
total power;0.00261;W
kind of start point of the critical path;flip-flop;
minimum clock period after layout;2.91;ns
count of distinct cell types in the synthesized netlist;49;
proportion of synthesized flip-flops having asynchronous set or reset;56.8;%
maximum number of pins on one net before global-route repair;61;
cell type with the highest aggregate area in the netlist;edfxtp_1;
wire length of the first global-routing pass;29.0;mm
overall die width;141;µm
Gates resized, CTS repair;0;
diodes inserted;0;
delay of the slowest critical-path stage;0.64;ns
register share after synthesis;52.3;%
layout cell share with drive strength beyond 1;14.5;%
root cell of the clock tree;clkbuf_16;
DRT iter0 DRCs;264;
global-route usage over all layers;19.4;%
vias;5375;
headroom to the max-slew limit;46.8;%
Worst Clk Skew;0.00889;ns
TritonCTS clock tree;done;
kind of cell adding the most delay to the critical path;AND-OR/OR-AND gates;
worst setup path start;save[3][7];
DP HPWL;12.5;mm
clock insertion delay at the later pin of the skew report;0.42;ns
Layout area overhead;22.2;%
TNS Setup;0;ns
area of all placed cells without fillers;9430;µm²
class of the most critical setup path;flip-flop to flip-flop;
floorplan die area;19800;µm²
mapped cell area;7710;µm²
Lkg Pwr;4.14;nW
achievable frequency;344;MHz
clock-pin slew on the worst setup and hold paths;0.06;ns
die span in y;141;µm
final critical-path setup slack;2.49;ns
setup bufs post-CTS;0;
via density per instance;5.35;
H-tree depth reported by CTS;4;
final worst path period share;53.8;%
Top cell area share;24.9;%
number of global-route vias before repair;5464;
number of antenna violations at the first check in global routing;0;
CTS Sinks;148;
Antenna Nets Post-Route;0;
total clock buffers created by CTS;17;
count of port buffers added during placement;73;
chip area from the yosys synthesis statistics;7710;µm²
pre-CTS WS;2.30;ns
origin of the worst min-delay path;count[3];
fp_density;41.0;%
post-synth tally of flip-flops with integrated enable;64;
total of hold buffers inserted after clock tree synthesis;0;
warnings from Yosys;2;
Post-Route Utilization;50.1;%
Commonest Layout Cell;dfrtp_1;
path category of the worst min-delay check;flip-flop to flip-flop;
setup repair after global routing missed its margin;false;
final-report hold violation count;0;
launching point of the worst reg2reg path;save[3][7];
Row Count;50;
final setup violating endpoints;0;
number of warnings the tools reported;30;
endpoint required time on the critical path;5.70;ns
max-slew violation count;0;
Top cells by area;edfxtp_1, dfrtp_1, ha_1, mux2_2, a311oi_1;
dpl cell area;8720;µm²
CP endpoint kind;flip-flop;
actual slew at the worst max-slew pin;0.798;ns
kinds of logic (layout without fill, tap and decap cells):
group	Yosys count	after routing	share of synthesized area, %
and+or+nand+nor	116	116	7.07
DFF	148	148	52.3
muxes	68	68	9.58
buffers and inverters	95	182	4.91
adders and majority gates	64	64	10.4
AOI/OAI and AO/OA	160	160	15.0
xor gates and xnor gates	7	7	0.795
cell usage after synthesis, types with 3 or more instances:
cell type / number
mux2_2: 41
mux2_1: 6
mux2i_1: 21
nor3_1: 30
edfxtp_1: 64
xnor2_1: 3
o211ai_2: 4
nor2_1: 26
o31ai_1: 3
a21oi_1: 38
o21bai_1: 6
dfrtp_1: 76
nand4_1: 14
nand2_1: 33
o211ai_1: 4
ha_1: 64
nor2b_1: 7
a21oi_2: 3
a311oi_1: 30
buf_2: 9
xor2_1: 4
o22ai_2: 3
dfstp_2: 8
inv_1: 70
a31oi_1: 3
clkbuf_1: 13
o21ai_0: 44
a31oi_4: 3
state kept, by name, summed over array words and instances (netlist names), 3 cells and up:
register      cells
out0              8
out2              8
state             3
out4              8
out1              8
out7              8
out5              8
save             64
num_temp          8
sort_counter      4
count             4
out3              8
out6              8
worst reg2reg max path: stages, from the launching register on:
cell and delay (ns):
dfrtp_1 0.46, inv_1 0.10, ha_1 0.32, a21oi_1 0.15
o21ai_0 0.14, o22ai_2 0.64, a21o_1 0.23, and2_1 0.36
mux2_2 0.39
layout make-up:
| type | count | area, µm² |
|---|---|---|
| flip-flops and latches | 148 | 4030 |
| well taps | 260 | 325 |
| multi-input cells | 415 | 3320 |
| clock buffers | 19 | 433 |
| repair buffers | 79 | 776 |
| inverters | 71 | 268 |
| clock inverters | 13 | 278 |
| fillers | 1576 | 9400 |
per-layer routing:
layer  track usage [%]  vias to the layer above  share of wire [%]
li1                  -                     2580                  -
met1              30.5                     2637                 47
met2              29.7                      144                 47
met3              4.19                       14                5.0
met4              2.92                        0                1.2
met5                 0                        -                  0
stage by stage:
step	cells	hold slack (ns)
CTS	1005	0.465
floorplan	658	0.413
finish	1005	0.465
global placement	973	0.442
detailed placement	973	0.444
global route	1005	0.492
power breakdown:
group | switching [W] | internal [W] | leakage [nW]
sequential | 0 | 0.00117 | 1.89
combinational | 0.0000130 | 0.00000120 | 1.91
clock | 0.000469 | 0.000962 | 0.339
total | 0.000482 | 0.00213 | 4.14
worst paths after layout:
kind | to | slack (ns) | cells past startpoint
setup / recovery | save[3][3] | 2.49 | 8
hold / removal | state[0] | 0.47 | 1
setup reg to reg | save[3][3] | 2.49 | 8
hold reg to reg | state[0] | 0.47 | 1
max in group asynchronous | save[5][3] | 3.15 | 3
min in group asynchronous | save[7][7] | 1.21 | 2
Power is estimated from default activity; no workload was simulated.
