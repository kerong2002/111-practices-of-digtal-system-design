==> flow/design.v <==
module happy(clk, rst, VGA_HS, VGA_VS ,VGA_R, VGA_G, VGA_B,VGA_BLANK_N,VGA_CLOCK);
	input clk, rst;		 
	output VGA_HS, VGA_VS;
	output reg [7:0] VGA_R,VGA_G,VGA_B;
	output VGA_BLANK_N,VGA_CLOCK;
	reg VGA_HS, VGA_VS;
	reg[10:0] counterHS;
	reg[9:0] counterVS;
	reg [2:0] valid;
	reg clk25M;
	reg [12:0] X,Y;
	reg [1:0] img;
	parameter SQUARE   = 2'd0;
	parameter TRIANGLE = 2'd1;
	parameter CIRCLE   = 2'd2;
	parameter TREE     = 2'd3;
	parameter H_FRONT = 16;
	parameter H_SYNC  = 96;
	parameter H_BACK  = 48;
	parameter H_ACT   = 640; 
	parameter H_BLANK = H_FRONT + H_SYNC + H_BACK;
	parameter H_TOTAL = H_FRONT + H_SYNC + H_BACK + H_ACT;
	parameter V_FRONT = 11;
	parameter V_SYNC  = 2;
	parameter V_BACK  = 32;
	parameter V_ACT   = 480; 
	parameter V_BLANK = V_FRONT + V_SYNC + V_BACK;
	parameter V_TOTAL = V_FRONT + V_SYNC + V_BACK + V_ACT;
	assign VGA_SYNC_N = 1'b0;
	assign VGA_BLANK_N = ~((counterHS<H_BLANK)||(counterVS<V_BLANK));
	assign VGA_CLOCK = ~clk25M;
	reg [12:0] objX,objY;
	always@(posedge clk)
		clk25M = ~clk25M;
	always@(posedge clk25M)
	begin
		if(!rst) 
			counterHS <= 0;
		else begin
			if(counterHS == H_TOTAL) 
				counterHS <= 0;
			else 
				counterHS <= counterHS + 1'b1;
			if(counterHS == H_FRONT-1)
				VGA_HS <= 1'b0;
			if(counterHS == H_FRONT + H_SYNC -1)
				VGA_HS <= 1'b1;
			if(counterHS >= H_BLANK)
				X <= counterHS-H_BLANK;
			else
				X <= 0;	
		end
	end
	always@(posedge clk25M)
	begin
		if(!rst) 
			counterVS <= 0;
		else begin
			if(counterVS == V_TOTAL) 
				counterVS <= 0;
			else if(counterHS == H_TOTAL) 
				counterVS <= counterVS + 1'b1;
			if(counterVS == V_FRONT-1)
				VGA_VS <= 1'b0;
			if(counterVS == V_FRONT + V_SYNC -1)
				VGA_VS <= 1'b1;
			if(counterVS >= V_BLANK)
				Y <= counterVS-V_BLANK;
			else
				Y <= 0;
		end
	end
	reg [23:0]color[3:0];
	always@(posedge clk25M)
	begin
		if (!rst) begin
			{VGA_R,VGA_G,VGA_B}<=0;
			objY <= 13'd215;  
			objX <= 13'd305;  
			img  <= 2'd1;
		end
		else begin
			case(img)
				SQUARE:begin
					if((Y+25)>objY && Y<(objY+25)&&(X+25)>objX && X<(objX+25))begin
						{VGA_R,VGA_G,VGA_B}<=color[0]; 
					end
					else begin
						{VGA_R,VGA_G,VGA_B}<=24'b0; 
					end
				end
				TRIANGLE:begin
					if(Y<X)begin
						{VGA_R,VGA_G,VGA_B}<=24'b0; 
					end
					else if(Y+X<480)begin
						{VGA_R,VGA_G,VGA_B}<=24'b0; 
					end
					else if(Y>400)begin
						{VGA_R,VGA_G,VGA_B}<=24'b0; 
					end
					else begin
						{VGA_R,VGA_G,VGA_B}<=color[0]; 
					end
				end
				CIRCLE:begin
					if(((X-objX)*(X-objX) + (Y-objY)*(Y-objY)) <= 26'd900)begin
						{VGA_R,VGA_G,VGA_B}<=color[2]; 
					end
					else begin
						{VGA_R,VGA_G,VGA_B}<=0;
					end
				end
				TREE:begin
				end
			endcase
		end
	end
	always@(posedge clk,negedge rst)begin
		if(!rst)begin
			color[0]<=24'h000000; 
			color[1]<=24'h000000; 
			color[2]<=24'h000000; 
			color[3]<=24'h000000; 
		end else begin
			color[0]<=24'h0000ff; 
			color[1]<=24'h00ff00; 
			color[2]<=24'hff0000; 
			color[3]<=24'h00ffff; 
		end
	end
endmodule
==> flow/run.sh <==
#!/bin/bash
# OpenROAD 26Q1-2900-gdf79404cd8, Yosys 0.63+post, stock flow scripts
make -C /OpenROAD-flow-scripts/flow DESIGN_CONFIG=/design/flow/config.mk WORK_HOME=/design/flow/orfs finish
==> flow/config.mk <==
export PLATFORM = sky130hd
export DESIGN_NAME = happy
export DESIGN_NICKNAME = happy
export VERILOG_FILES = /design/flow/design.v
export SDC_FILE = /design/flow/constraint.sdc
export NUM_CORES = 4
export LEC_CHECK = 1
export CORE_UTILIZATION = 50
==> flow/constraint.sdc <==
current_design happy

set clk_period 2.5
set clk_io_pct 0.2

create_clock -name clk0 -period $clk_period [get_ports {clk}]

set non_clock_inputs [all_inputs -no_clocks]
set_input_delay [expr $clk_period * $clk_io_pct] -clock clk0 $non_clock_inputs
set_output_delay [expr $clk_period * $clk_io_pct] -clock clk0 [all_outputs]
==> Table 3: Implementation characteristics <==
Physical implementation characteristics

Parameter                              Value

Outcome
  Status    completed

Synth
  Synthesis-stage register bit count    49
  Yosys cell count    321
  Cell Area, Synth    0.00307 sq mm
  Post-synthesis sequential area ratio    0.403
  Mean instance size in the synthesized netlist    9.56 sq um
  Ys flop type    sky130_fd_sc_hd__edfxtp_1
  Post-synth cell types    49
  Number of instances in the synthesized netlist    321
  EDFF count, synth    25
  Share of flip-flops with an asynchronous set or reset after synthesis    0.0204
  Number of warning messages in the yosys log    3
  Chip area from the yosys synthesis statistics    0.00307 sq mm

Routing
  Total number of vias    1946
  Routed length per placed instance    11.9 um
  Initial DRT Pass Iterations    4
  Via density per instance    4.91
  Initial detailed-routing violation count    62
  ANT nets after route    0
  Total routed wirelength    4690 um
  DR DRC count    0
  Ant diodes    0

Layout
  Fill cell total of the finished layout    545
  Area grow syn2layout    3.79%
  Share of final-layout standard cells stronger than drive strength 1    0.0436

Global routing
  All-layer global routing usage    0.165
  Total congestion overflow    0
  Vias in the first global route    1722
  Initial antenna violation count    0
  Pin count of the biggest net entering global routing    49
  Global-route wire length before repair    8000 um

Clock network
  PostCTS Resize Cnt    0
  # Post-CTS Setup Buffers    0
  Register clock-pin slew on the reported worst setup and hold paths    0.03 ns
  TritonCTS clock tree    built
  Clock insertion delay at the later pin of the skew report    0.21 ns
  TritonCTS buffer count    3
  Post-CTS Hold Fix Bufs    0
  H-tree level count    1
  CTS max path bufs    2
  Clk root buf    sky130_fd_sc_hd__clkbuf_8

Floorplanning
  Core Util at FP    0.518
  Area of the core    0.00592 sq mm
  Die area    0.00645 sq mm
  Vertical extent of the die    80.3 um
  I/O pin total    30
  Die X-Extent    80.3 um
  Cell Rows    28

Pwr
  P per Cell Area    61.3 mW/mm^2
  Worst vdd ir    0.167 mV
  Lkg Pwr    1.35 nW

Min path
  Min-Delay Path Class    input port to asynchronous set/reset pin

Timing
  Worst hold slack    0.670 ns
  Timing-limited maximum frequency    531 MHz
  Crit path time final    1.88 ns
  Final tally of hold violations    0
  Worst-Margin Slew    0.617 ns
  Worst slew margin    0.588
  Unrepaired setup endpoints after global routing    no
  Count of endpoints without a timing constraint    83
  Number of register pins that no clock reaches    47
  Accumulated negative setup slack    0 ns
  Worst Clk Skew    0 ns
  Final count of negative-setup-slack endpoints    0
  Period Utilization, post-route    0.754
  Max Transition Viols Final    0

Placed design
  Total half-perimeter wirelength after legalization and detailed placement    3740 um
  IO Port Bufs    13
  Routability congestion estimate from global placement    0.837

Setup path
  Critical Path AT    1.38 ns
  Worst Path Class, Setup    flop to output pin
  Highest net fanout along the worst path    48
  Type of element capturing the critical path    output pin
  Startpoint types    flop
  Req. time, crit path    2.00 ns

Flow run
  OpenROAD warnings    42
  Reported max-cap violation count    0
==> layout by cell type, fill, tap and decap left out, types with 3 or more instances in the layout <==
master                            Yosys  routed
sky130_fd_sc_hd__ha_1                31      31
sky130_fd_sc_hd__and3_1               4       4
sky130_fd_sc_hd__nor4_1               3       3
sky130_fd_sc_hd__nand3_1              5       5
sky130_fd_sc_hd__nor2b_1              8       8
sky130_fd_sc_hd__dfxtp_1             23      23
sky130_fd_sc_hd__conb_1               2      17
sky130_fd_sc_hd__a21oi_1              9       9
sky130_fd_sc_hd__nand4_1              7       7
sky130_fd_sc_hd__buf_4               23       3
sky130_fd_sc_hd__nor2_1              45      45
sky130_fd_sc_hd__clkbuf_8             0       3
sky130_fd_sc_hd__o21ai_0              9       9
sky130_fd_sc_hd__nor3_1               5       5
sky130_fd_sc_hd__xnor2_1             11      11
sky130_fd_sc_hd__xor2_1              15      15
sky130_fd_sc_hd__or3_1                5       5
sky130_fd_sc_hd__nand2_1             21      21
sky130_fd_sc_hd__and2_1               3       3
sky130_fd_sc_hd__mux2i_1              3       3
sky130_fd_sc_hd__edfxtp_1            25      25
sky130_fd_sc_hd__clkdlybuf4s50_1      0      13
sky130_fd_sc_hd__inv_1               23      23
==> synth_stat cells, types with 2 or more instances <==
cell / count / area (sq um)
sky130_fd_sc_hd__a211oi_1: 2 / 15.0
sky130_fd_sc_hd__a21o_1: 2 / 15.0
sky130_fd_sc_hd__a21oi_1: 9 / 45.0
sky130_fd_sc_hd__and2_1: 3 / 18.8
sky130_fd_sc_hd__and3_1: 4 / 25.0
sky130_fd_sc_hd__buf_2: 5 / 25.0
sky130_fd_sc_hd__buf_4: 23 / 173
sky130_fd_sc_hd__clkbuf_1: 5 / 18.8
sky130_fd_sc_hd__conb_1: 2 / 7.51
sky130_fd_sc_hd__dfxtp_1: 23 / 460
sky130_fd_sc_hd__edfxtp_1: 25 / 751
sky130_fd_sc_hd__ha_1: 31 / 388
sky130_fd_sc_hd__inv_1: 23 / 86.3
sky130_fd_sc_hd__mux2i_1: 3 / 30.0
sky130_fd_sc_hd__nand2_1: 21 / 78.8
sky130_fd_sc_hd__nand3_1: 5 / 25.0
sky130_fd_sc_hd__nand4_1: 7 / 43.8
sky130_fd_sc_hd__nand4b_1: 2 / 17.5
sky130_fd_sc_hd__nor2_1: 45 / 169
sky130_fd_sc_hd__nor2b_1: 8 / 50.1
sky130_fd_sc_hd__nor3_1: 5 / 25.0
sky130_fd_sc_hd__nor4_1: 3 / 18.8
sky130_fd_sc_hd__nor4b_4: 2 / 47.6
sky130_fd_sc_hd__o21a_1: 2 / 15.0
sky130_fd_sc_hd__o21ai_0: 9 / 45.0
sky130_fd_sc_hd__or3_1: 5 / 31.3
sky130_fd_sc_hd__xnor2_1: 11 / 96.3
sky130_fd_sc_hd__xor2_1: 15 / 131
==> power by group <==
group	total (mW)	internal, mW	leakage, nW	switching [mW]
Clock	0.136	0.108	0.0228	0.0277
Sequential	0.0385	0.0383	0.464	0.000119
Combinational	0.0208	0.00551	0.864	0.0153
Total	0.195	0.152	1.35	0.0431
==> critical path, stage by stage (launching register included) <==
cell                              delay (ns)
sky130_fd_sc_hd__dfxtp_1                0.29
sky130_fd_sc_hd__buf_4                  0.35
sky130_fd_sc_hd__inv_1                  0.10
sky130_fd_sc_hd__clkdlybuf4s50_1        0.42
==> sequential cells by signal (all words and copies together) (netlist names), 10 cells and up <==
| name | count |
|---|---|
| X | 12 |
| counterVS | 10 |
| Y | 11 |
| counterHS | 11 |
==> routing by layer <==
| metal | share of wire | track usage |
|---|---|---|
| met1 | 0.53 | 0.276 |
| met2 | 0.44 | 0.257 |
| met3 | 0.029 | 0.0196 |
| met4 | 0 | 0.00357 |
| met5 | 0 | 0 |
==> kinds of logic after synthesis <==
logic type,share of synthesized area
fa+ha+maj,0.130
xor+xnor,0.0742
mux,0.0135
other cells,0.00245
compound gates,0.0701
simple gates,0.204
buf+inv,0.104
flops,0.403
==> final cells by class <==
| class | instances | area, sq um | share of cell area |
|---|---|---|---|
| well taps | 75 | 93.8 | 0.0295 |
| flip-flops and latches | 49 | 1240 | 0.388 |
| multi-input cells | 229 | 1570 | 0.493 |
| inverters | 23 | 86.3 | 0.0271 |
| repair buffers | 16 | 153 | 0.0479 |
| clock buffers | 4 | 45.0 | 0.0141 |
==> per-stage QoR <==
stage	utilization	worst slack [ns]	power (mW)	instance area [sq um]	cells
after floorplan	-	1.09	0.0629	3120	336
after global placement	0.530	0.835	0.0600	3140	392
after global routing	0.538	0.500	0.206	3180	396
final	0.538	0.616	0.195	3180	396
after detailed placement	0.530	0.823	0.0600	3140	392
after CTS	0.538	0.571	0.199	3180	396
==> path summary, 6_finish.rpt <==
| kind | from | end | slack (ns) | depth (start not counted) |
|---|---|---|---|---|
| setup / recovery | clk25M$_DFF_P_ | VGA_CLOCK | 0.62 | 3 |
| hold / removal | rst | color[0][0]$_DFF_PN0_ | 0.67 | 2 |
| setup reg to reg | clk25M$_DFF_P_ | clk25M$_DFF_P_ | 1.61 | 2 |
| hold reg to reg | clk25M$_DFF_P_ | clk25M$_DFF_P_ | 0.69 | 2 |
| max in group asynchronous | rst | color[0][0]$_DFF_PN0_ | 1.57 | 2 |
| min in group clk0 | clk25M$_DFF_P_ | clk25M$_DFF_P_ | 0.69 | 2 |
Power figures rest on the tool's default switching activity, not on a simulated workload.
