File: /design/flow/config.mk
export PLATFORM = sky130hd
export DESIGN_NAME = GSM
export DESIGN_NICKNAME = GSM
export VERILOG_FILES = /design/flow/design.v
export SDC_FILE = /design/flow/constraint.sdc
export NUM_CORES = 4
export LEC_CHECK = 1
export CORE_UTILIZATION = 50
File: /design/flow/constraint.sdc
current_design GSM

set clk_period 25.1
set clk_io_pct 0.2

create_clock -name clk0 -period $clk_period

set non_clock_inputs [all_inputs -no_clocks]
set_input_delay [expr $clk_period * $clk_io_pct] -clock clk0 $non_clock_inputs
set_output_delay [expr $clk_period * $clk_io_pct] -clock clk0 [all_outputs]
File: /design/flow/design.v
module GSM(a1,b1,a2,b2,a3,b3,p1,p2,p3);
input [7:0] a1,b1,b3;
input [15:0] a2,b2,a3;
output signed [15:0] p1;
output signed [31:0] p2;
output signed [23:0] p3;
SIGNED_MULTI #(8,8) multiply_1(.a(a1),.b(b1),.p(p1));
SIGNED_MULTI #(16,16) multiply_2(.a(a2),.b(b2),.p(p2));
SIGNED_MULTI #(16,8) multiply_3(.a(a3),.b(b3),.p(p3));
endmodule 
module SIGNED_MULTI(a,b,p);
parameter a_size=16;
parameter b_size=16;
input [a_size-1:0] a;
input [b_size-1:0] b;
output reg [a_size+b_size-1:0] p;
reg [a_size+b_size+a_size-2:0] save[b_size-1:0];
reg [a_size-1:0] Complement_a;
reg [a_size+b_size+a_size+a_size:0]carry;
reg check_one;
integer x,y,z;
always @(*)begin
	p=0;
	for(x=0;x<b_size;x=x+1)begin
		save[x]=0;
	end
	Complement_a=a;
	carry=0;
	check_one=1'b0;
	for(y=0;y<b_size;y=y+1)begin
		for(x=0;x<a_size;x=x+1)begin
			if(x==a_size-1) begin			 
				if(Complement_a[a_size-1]==1 && b[y]==1)begin
					for(z=x+0;z<=x+b_size;z=z+1)begin
						save[y][y+z]=1'b1;	 
					end
				end
				else begin
					for(z=x+0;z<=x+b_size;z=z+1)begin
						save[y][y+z]=1'b0;	 
					end
				end
			end
			else begin
				if(y==b_size-1 && x==0 && b[b_size-1]==1)begin
					for(z=0;z<a_size;z=z+1)begin
						if(check_one==0)begin
							if(a[z])begin
								check_one=1'b1;
								Complement_a[z]=a[z];
							end
							else begin
								Complement_a[z]=a[z];
							end
						end
						else begin
							Complement_a[z]=~a[z];
						end
					end
				end
				save[y][x+y]=Complement_a[x]&b[y];		 
			end
		end
	end
	for(y=0;y<b_size;y=y+1)begin
		carry=carry+save[y];
	end
	p=carry;
end
endmodule 
File: /design/flow/run.sh
#!/bin/bash
# OpenROAD 26Q1-2900-gdf79404cd8, Yosys 0.63+post, stock flow scripts
make -C /OpenROAD-flow-scripts/flow DESIGN_CONFIG=/design/flow/config.mk WORK_HOME=/design/flow/orfs finish
==> results.py <==
# Synthesis and PnR figures
metrics = {
    "synthesis": {
        "netlist_instances": 1874,
        "synth_chip_area_um2": 16130,
        "synth.lib_cells_used.distinct": 48,
        "total_cells_reported_by_yosys_after_synthesis": 1874,
        "synthesis.yosys.warnings": 6,
        "syn-cell-area_um2": 16130,
        "postSynthAreaPerCell_um2": 8.608,
        "seq_area_frac_synth": 0,
    },
    "setup_path": {
        "timing.critical_path.arrival_ns": 14.85,
        "crit_start": "b2[2]",
        "cp_common_cell": "fa_1",
        "critPathLaunchType": "input port",
        "cpPeakStageDelay_ns": 0.90,
        "wp_data_required_ns": 20.08,
        "critical_path_class": "input port to output port",
        "worstPathMaxFanout": 16,
        "end_kind": "output port",
        "slowest_stage_cell_cp": "a221oi_1",
    },
    "layout": {
        "regArea_um2": 0,
        "layout.clock_buffers": 0,
        "util_after_layout": 0.5673,
        "mostFrequentLayoutCell": "inv_1",
        "final.fill_count": 2936,
        "seq_cell_count": 0,
        "syn2layout_area_growth_pct": 11.26,
        "post_route_cells_drive_above_1_share": 0.006076,
        "layout.cells.most_common_list": "inv_1 (453), fa_1 (377), nand2_1 (311), ha_1 (163), and2_1 (161)",
        "stdcell_area_um2": 17950,
    },
    "detailed_routing": {
        "post_drt_wl_per_cell_um": 13.11,
        "dr.pass1.iters": 5,
        "drc": 0,
        "violation_tally_from_detailed_route_iteration_zero": 377,
        "route.final.wire_length_um": 31170,
        "postRouteAntennaNets": 0,
        "vias": 11950,
        "detail_route.antenna_diodes": 0,
        "route.detailed.vias_per_inst": 5.025,
    },
    "clocking": {
        "cts_hold_buf": 0,
        "cts_repair_resizes": 0,
        "post-cts-setup-buffers": 0,
    },
    "sta": {
        "tightestPinTransition_ns": 1.013,
        "post-route-period-util": 0.7915,
        "hold_ws_ns": 11.17,
        "hold_viol_final": 0,
        "timing.slew.headroom": 0.3245,
        "finalSetupTns_ns": 0,
        "max_slew_violation_total_from_the_final_report": 0,
        "timing.final.crit_period_ns": 19.87,
        "max_freq_mhz": 50.33,
        "timing.final.setup_violations": 0,
        "setup_repair_after_global_routing_missed_its_margin": "false",
    },
    "worst_hold_path": {
        "worstHoldEndpoint": "p1[0]",
        "min_delay_path_depth": 3,
        "worst_hold_startpoint": "b1[0]",
        "worstHoldPathType": "input port to output port",
    },
    "floorplan": {
        "floorplan.initialDensity": 0.5099,
        "core_region_area_um2": 31640,
        "die_y_um": 181.6,
        "chipArea_um2": 32980,
        "die_w_um": 181.6,
        "design.portCount": 144,
        "row_count": 65,
    },
    "global_routing": {
        "met3_usage": 0.04029,
        "use_met2": 0.3623,
        "via_count_of_the_first_global_routing_pass": 12500,
        "grt_remaining_overflow": 0,
        "wire_length_of_the_first_global_routing_pass_um": 57910,
        "grt_usage": 0.2262,
        "globalRoute.busiestLayer": "met1",
        "grt_antenna_before_repair": 0,
        "met1_track_demand_over_resource": 0.3638,
        "grt_max_degree": 18,
    },
    "placed_design": {
        "gpl.final_weighted_congestion": 0.8614,
        "port-buffer-count": 144,
        "dpl-instance-area_um2": 17950,
        "place.detailed.hpwl_um": 27220,
    },
    "flow_run": {
        "maximum_capacitance_violations": 0,
        "number_of_warnings_in_the_stage_logs": 32,
    },
    "run_status": {
        "run_status": "complete, no violations",
    },
}
## how the worst max path moves through the flow
stage | cells past startpoint | end | slack, ns
CTS | 32 | p2[31] | 5.23
global route | 32 | p2[31] | 4.50
finish | 32 | p2[31] | 5.23
## synthesized netlist by cell type (2+ instances only)
cell type / number / area share
inv_1: 453 / 0.11
fa_1: 377 / 0.47
nand2_1: 311 / 0.072
ha_1: 163 / 0.13
and2_1: 161 / 0.062
xnor2_1: 70 / 0.038
a21oi_1: 60 / 0.019
clkbuf_1: 52 / 0.012
xor2_1: 34 / 0.018
a21o_1: 28 / 0.013
nor2_1: 22 / 0.0051
o21ai_0: 21 / 0.0065
o21bai_1: 15 / 0.0070
nand3_1: 11 / 0.0034
nor3_1: 11 / 0.0034
nand2b_1: 9 / 0.0035
o21a_1: 9 / 0.0042
a211oi_1: 6 / 0.0028
a31oi_1: 6 / 0.0023
and3_1: 4 / 0.0016
nor2b_1: 4 / 0.0016
nor4_1: 4 / 0.0016
a211o_1: 3 / 0.0016
a221oi_1: 3 / 0.0016
nand4_1: 3 / 0.0012
o211ai_1: 3 / 0.0014
o31ai_1: 3 / 0.0014
or3_1: 3 / 0.0012
a21boi_0: 2 / 0.00093
a221oi_2: 2 / 0.0019
o2111ai_1: 2 / 0.0011
o2bb2ai_1: 2 / 0.0011
or4_1: 2 / 0.00093
## area by class of cell
class / count / area, um2 / share of cell area
Multi-Input combinational cell: 1369 / 14230 / 0.7932
Inverter: 453 / 1700 / 0.09474
Timing Repair Buffer: 153 / 1509 / 0.08408
Tap cell: 402 / 503.0 / 0.02803
## metal layers
layer  routed length, um  up-vias
met1               14200     5897
li1                    -     5803
met2               15160      239
met4                 126        0
met5                   0        -
met3                1682        6
## cells by family (layout without fill, tap and decap cells)
group           Yosys count  after routing  share of synthesized area
simple gates            546            546                     0.1586
fa+ha+maj               540            540                     0.5943
buf+inv                 505            606                     0.1175
compound gates          178            178                    0.07245
xor+xnor                104            104                    0.05647
mux                       1              1                  0.0006206
## through the flow
stage | setup WS (ns) | instances
floorplan | 6.992 | 1874
global placement | 5.308 | 2377
detailed placement | 5.276 | 2377
CTS | 5.233 | 2377
global route | 4.501 | 2377
finish | 5.232 | 2377
## critical path, delay by kind of cell
family / cells / cell delay [ns]
fa+ha+maj: 10 / 4.57
simple gates: 3 / 0.46
compound gates: 9 / 2.75
xor+xnor: 2 / 0.27
buf+inv: 8 / 1.74
